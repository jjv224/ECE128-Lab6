==> ./design.v <==
`timescale 1ns / 1ps
module CLA(
    input [3:0] A,
    input [3:0] B,
    output [4:0] S
    );
    wire [3:0] P, G, Y;
    wire [4:0] C;
    assign C[0] = 0;
    xor(P[0], A[0], B[0]);
    xor(P[1], A[1], B[1]);
    xor(P[2], A[2], B[2]);
    xor(P[3], A[3], B[3]);
    and(G[0], A[0], B[0]);
    and(G[1], A[1], B[1]);
    and(G[2], A[2], B[2]);
    and(G[3], A[3], B[3]);
    xor(S[0], P[0], C[0]);
    xor(S[1], P[1], C[1]);
    xor(S[2], P[2], C[2]);
    xor(S[3], P[3], C[3]);
    and(Y[0], C[0], P[0]);
    and(Y[1], C[1], P[1]);
    and(Y[2], C[2], P[2]);
    and(Y[3], C[3], P[3]);
    or(C[1], Y[0], G[0]);
    or(C[2], Y[1], G[1]);
    or(C[3], Y[2], G[2]);
    or(C[4], Y[3], G[3]);
    assign S[4] = C[4];
endmodule
`timescale 1ns / 1ps
module bin2BCD(
input clk,
input en,
input [11:0] bin_d_in,
output [15:0] bcd_d_out,
 output rdy
);
parameter IDLE = 3'b000;
parameter SETUP = 3'b001;
parameter ADD = 3'b010;
parameter SHIFT = 3'b011;
parameter DONE = 3'b100;
reg [27:0] bcd_data = 0;
reg [2:0] state = 0;
reg busy = 0;
reg [3:0] sh_counter = 0;
reg [1:0] add_counter = 0;
reg result_rdy = 0;
always @(posedge clk)
begin
if(en)
begin
if(~busy)
begin
bcd_data <= {16'b0, bin_d_in};
state <= SETUP;
end
end
case(state)
IDLE:
begin
result_rdy <= 0;
busy <= 0;
end
SETUP:
begin
busy <= 1;
state <= ADD;
end
ADD:
begin
case(add_counter)
0:
begin
if(bcd_data[15:12] > 4)
begin
bcd_data[27:12] <= bcd_data[27:12] + 3;
end
add_counter <= add_counter + 1;
end
1:
begin
if(bcd_data[19:16] > 4)
begin
bcd_data[27:16] <= bcd_data[27:16] + 3;
end
add_counter <= add_counter + 1;
end
2:
begin
if((add_counter == 2) && (bcd_data[23:20] > 4))
begin
bcd_data[27:20] <= bcd_data[27:20] + 3;
end
add_counter <= add_counter + 1;
end
3:
begin
if((add_counter == 3) && (bcd_data[27:24] > 4))
begin
bcd_data[27:24] <= bcd_data[27:24] + 3;
end
add_counter <= 0;
state <= SHIFT;
end
endcase
end
SHIFT:
begin
sh_counter <= sh_counter + 1;
bcd_data <= bcd_data << 1;
if(sh_counter == 11)
begin
sh_counter <= 0;
state <= DONE;
end
else
begin
state <= ADD;
end
end
DONE:
begin
result_rdy <= 1;
state <= IDLE;
end
default:
begin
state <= IDLE;
end
endcase
end
assign bcd_d_out = bcd_data[27:12];
 assign rdy = result_rdy;
endmodule
`timescale 1ns / 1ps
module final1(
    input [3:0] Aa,
    input [3:0] Bb,
    input clk,
    input en,
    output rdy,
    output [15:0] bcd_d_outt
    );
    wire [4:0] Ss;
    wire [11:0] bin_d_inn;
    CLA add(Aa,Bb,Ss);
    assign bin_d_inn = {7'b0, Ss};
    bin2BCD con(.clk(clk), .en(en),.rdy(rdy), .bin_d_in(bin_d_inn), .bcd_d_out(bcd_d_outt));
endmodule
==> ./run.sh <==
#!/bin/bash
# OpenROAD 26Q1-2900-gdf79404cd8, Yosys 0.63+post, stock flow scripts
make -C /OpenROAD-flow-scripts/flow DESIGN_CONFIG=/design/flow/config.mk WORK_HOME=/design/flow/orfs finish
==> ./config.mk <==
export PLATFORM = sky130hd
export DESIGN_NAME = final1
export DESIGN_NICKNAME = final1
export VERILOG_FILES = /design/flow/design.v
export SDC_FILE = /design/flow/constraint.sdc
export NUM_CORES = 4
export LEC_CHECK = 1
export CORE_UTILIZATION = 40
==> ./constraint.sdc <==
current_design final1

set clk_period 3.2
set clk_io_pct 0.2

create_clock -name clk0 -period $clk_period [get_ports {clk}]

set non_clock_inputs [all_inputs -no_clocks]
set_input_delay [expr $clk_period * $clk_io_pct] -clock clk0 $non_clock_inputs
set_output_delay [expr $clk_period * $clk_io_pct] -clock clk0 [all_outputs]
==> results.json <==
{
  "outcome": "completed",
  "wl_met3_um": 485,
  "ys.flop_type": "dfxtp_1",
  "crit_fanout": 1,
  "placedInstanceArea_um2": 3426,
  "antenna_found_initial": 0,
  "top_layer": "met4",
  "yosys_warnings": 1,
  "cts-root-buf": "clkbuf_8",
  "insertion_delay_ns": 0.30,
  "cts_resized": 0,
  "clk_pin_slew_ns": 0.08,
  "dr_wl_met2_um": 3587,
  "chipHeight_um": 92.27,
  "overflow": 0,
  "cts_inserted_buffers": 5,
  "final_antenna_net_count": 0,
  "cts.sinks": 39,
  "yosysTopAreaCell": "edfxtp_1",
  "setup_viol": 0,
  "worstSetupStartpointType": "input port",
  "gp_congestion": 0.8931,
  "io_pins": 27,
  "hold_path_class": "register to register",
  "avgViaCountPerCell": 5.788,
  "holdBufCountCts": 0,
  "grt_pass1_vias": 2574,
  "syn2layout_area_growth_pct": 8.484,
  "drt_iter0_markers": 213,
  "grt_pass1_wl_um": 13520,
  "cp-end-kind": "register",
  "die_area_um2": 8514,
  "wl_per_cell_um": 16.63,
  "top_area_share_pct": 17.50,
  "synthDistinctLibCells": 72,
  "fin_area_um2": 3536,
  "post_cts_buffers": 0,
  "slew_headroom_pct": 57.66,
  "postSynthSeqShare_pct": 29.79,
  "slew_viol_final": 0,
  "finalHoldViolCount": 0,
  "avgSynthCellArea_um2": 8.148,
  "rows": 32,
  "ys_top_cells_by_count": "42 x nand2_1, 34 x a21oi_1, 21 x inv_1, 21 x nor2_1, 20 x dfxtp_1",
  "p_leak_nw": 1.278,
  "vias": 2865,
  "max-vdd-ir-drop_mv": 0.4222,
  "ys_cells": 400,
  "cp.arrival_ns": 2.70,
  "grt_max_degree": 34,
  "maxCapViolCount": 0,
  "post-route-drc-count": 0,
  "fmax_ghz": 0.3891,
  "grt_setup_unrepaired": "false",
  "cts_htree_levels": 2,
  "finalCriticalPeriod_ns": 2.570,
  "fin_skew_ns": 0.007960,
  "log.warning_count": 33,
  "tightest_slew_ns": 0.6352,
  "top_cells_by_area": "edfxtp_1 18%, dfxtp_1 12%, ha_1 5.8%",
  "io_buffer_count": 26,
  "synth_area_um2": 3259,
  "syn_inst": 400,
  "ys.flops": 39,
  "crit_type": "input port to register",
  "ys_area_um2": 3259,
  "place_hpwl_um": 5602,
  "die_w_um": 92.27,
  "async_flop_share_pct": 0,
  "wl_met1_um": 4058,
  "top_cell": "nand2_1",
  "powerDensity_nw_per_um2": 928.0,
  "drive_above_1_share_pct": 6.870,
  "cts_tree": "built",
  "core_um2": 7807,
  "diodes": 0,
  "required_ns": 3.33,
  "first_pass_iters": 5,
  "clock_tree.buffer_depth": 2,
  "setup_tns_ns": 0,
  "drt-total-wl_um": 8234,
  "edf_count": 19,
  "fp_util_pct": 41.75,
  "finalCritPeriodShare_pct": 80.30,
  "grt_use_total_pct": 20.78
}
report_power, final:
part | internal [mW] | switching (mW) | total, mW
Clock | 0.233 | 0.200 | 0.433
Combinational | 0.784 | 1.01 | 1.79
Sequential | 0.772 | 0.283 | 1.06
Total | 1.79 | 1.49 | 3.28
worst paths after layout:
| check | slack (ns) | to | start | cells past startpoint |
|---|---|---|---|---|
| max | 0.63 | con.bcd_data[3] | Aa[0] | 7 |
| min | 0.46 | con.bcd_data[0] | con.bcd_data[0] | 2 |
| min reg2reg | 0.46 | con.bcd_data[0] | con.bcd_data[0] | 2 |
| max reg2reg | 0.65 | con.bcd_data[27] | con.bcd_data[16] | 8 |
cell type report:
cell class | instances | area [um^2]
well taps | 102 | 127.6
multi-input cells | 290 | 1924
fillers | 767 | 4272
clock inverters | 2 | 37.54
repair buffers | 34 | 320.3
inverters | 22 | 82.58
flip-flops and latches | 39 | 970.9
clock buffers | 6 | 72.57
per-stage QoR:
step	setup WS, ns	power [mW]	std cells	utilization (%)	hold WS (ns)
after global placement	0.3255	2.815	487	43.88	0.4441
after floorplan	0.8466	2.380	400	-	0.4366
after detailed placement	0.2647	2.828	487	43.88	0.4513
final	0.6303	3.281	495	45.29	0.4638
after CTS	0.6258	3.269	495	45.29	0.4636
after global routing	0.5073	3.552	495	45.29	0.4761
placed cells by master, fill, tap and decap left out, types with 8 or more instances in the layout:
cell             Yosys  final
nor2_1              21     21
and3_1              10     10
o21ai_0             18     18
a21oi_1             34     34
ha_1                15     15
inv_1               21     21
nand2_1             42     42
dfxtp_1             20     20
clkdlybuf4s50_1      0     26
xnor2_1             12     12
edfxtp_1            19     19
nand3_1             10     10
nor3_1              11     11
buf_4               19      8
kinds of logic after synthesis:
logic type               share of synthesized area, %
XOR/XNOR                                        4.031
multiplexers                                    1.305
buffers and inverters                           11.17
flip-flops                                      29.79
AND-OR/OR-AND                                   24.80
adder cells (fa/ha/maj)                         7.601
AND/OR/NAND/NOR                                 21.30
routing by layer:
layer / vias up / GRT usage, %
met1: 1352 / 33.10
met5: - / 0
li1: 1415 / -
met2: 87 / 30.60
met3: 11 / 5.063
met4: 0 / 1.693
sequential cells by signal, summed over array words and instances, names as in the netlist:
name,count
con.result_rdy,1
con.add_counter,2
con.sh_counter,4
con.bcd_data,28
con.busy,1
con.state,3
critical path, stage by stage:
cell and delay, ns:
clkdlybuf4s50_1 0.46, ha_1 0.13, inv_1 0.04, fa_1 0.37, fa_1 0.39, fa_1 0.43
o31ai_1 0.23
Power and IR drop assume default switching activity.
